==> ./design.v <==
module adjustable_pwm #(parameter CNTR_LEN = 8)(
	input clk,
	input rst,
	input i_cycle_up,
	input i_cycle_down,
	output PWM_pin
	);
	reg PWM_d,PWM_q;
	reg [CNTR_LEN -1:0] CTR_d, CTR_q;
	reg [CNTR_LEN -1:0] compare =8;
	reg r_cycle_up;
	wire o_cycle_up;
	reg r_cycle_down;
	wire o_cycle_down;
	assign PWM_pin = PWM_q;
	debounce_switch #(.c_DEBOUNCE_LIMIT(100)) fltr_cycle_up
	(
		.i_Clk(clk),
		.i_Switch(i_cycle_up),
		.o_Switch(o_cycle_up)
	);
	debounce_switch #(.c_DEBOUNCE_LIMIT(100)) fltr_cycle_down
	(
		.i_Clk(clk),
		.i_Switch(i_cycle_down),
		.o_Switch(o_cycle_down)
	);
	always @* begin 
		CTR_d = CTR_q + 1;
		if(compare > CTR_q)
			PWM_d = 1'b1; 
		else
			PWM_d = 1'b0;
	end
	always @(posedge clk) begin
		r_cycle_up <= o_cycle_up;
		r_cycle_down <= o_cycle_down;
		if(o_cycle_up == 1'b0 && r_cycle_up == 1'b1) begin
			compare <= compare +1;
		end
		if(o_cycle_down == 1'b0 && r_cycle_down == 1'b1) begin
			compare <= compare -1;
		end
		if(rst) begin
			CTR_q <= 1'b0;
		end
		else begin
			CTR_q <= CTR_d;
		end	
		PWM_q <= PWM_d;	
	end	
endmodule	
module debounce_switch
	(input i_Clk,
	input i_Switch,
	output o_Switch);
	parameter c_DEBOUNCE_LIMIT = 250000;  
	reg r_State = 1'b0;
	reg [17:0] r_count = 0; 
	always @(posedge i_Clk) 
		begin
			if(i_Switch !== r_State && r_count < c_DEBOUNCE_LIMIT)
				 r_count <= r_count +1;  
			else if (r_count == c_DEBOUNCE_LIMIT)
				begin
					r_count <=0;
					r_State <= i_Switch;
				end	
			else
				r_count <=0;
		end
	assign o_Switch = r_State;
endmodule	
==> ./run.sh <==
#!/bin/bash
# OpenROAD 26Q1-2900-gdf79404cd8, Yosys 0.63+post, stock flow scripts
make -C /OpenROAD-flow-scripts/flow DESIGN_CONFIG=/design/flow/config.mk WORK_HOME=/design/flow/orfs finish
==> ./config.mk <==
export PLATFORM = sky130hd
export DESIGN_NAME = adjustable_pwm
export DESIGN_NICKNAME = adjustable_pwm
export VERILOG_FILES = /design/flow/design.v
export SDC_FILE = /design/flow/constraint.sdc
export NUM_CORES = 4
export LEC_CHECK = 1
export CORE_UTILIZATION = 50
==> ./constraint.sdc <==
current_design adjustable_pwm

set clk_period 3.7
set clk_io_pct 0.2

create_clock -name clk0 -period $clk_period [get_ports {clk}]

set non_clock_inputs [all_inputs -no_clocks]
set_input_delay [expr $clk_period * $clk_io_pct] -clock clk0 $non_clock_inputs
set_output_delay [expr $clk_period * $clk_io_pct] -clock clk0 [all_outputs]
==> results_slide.txt <==
Key Metrics from the Run

Floorplanning
  – Boundary Pins: 5
  – Die Wd: 69.9 um
  – Initial Util: 52.5%
  – Placeable Area: 0.00438 mm^2
  – Core Rows: 24
  – Die Y: 69.9 um
  – Chip footprint: 0.00488 mm^2

Finish
  – P&R area growth vs syn: 16.1%
  – Fillcell total: 353
  – Final Non-Filler Cells: 305
  – Share of layout cells above drive strength 1: 7.91%

Clock network
  – Clock sink count: 57
  – Worst-path clk slew: 60 ps
  – Clock Root Buffer: clkbuf_8
  – CTS tree: yes
  – CTS hold repair buffers: 0
  – CTS H-tree depth: 3
  – PostCTS Resize Cnt: 0
  – Setup Buffers After CTS: 0
  – Skew-Pair Late Insertion Delay: 320 ps
  – Cts bufs inserted: 9
  – Max Buffers Root-to-Sink: 2

Synth
  – YS chip area: 0.00230 mm^2
  – Yosys reg bits: 57
  – Sequential-to-total area share from yosys stat: 53.9%
  – EDFF count, synth: 10
  – Synth unique cells: 34
  – YS warnings: 2
  – Syn Std Cell Area: 0.00230 mm^2
  – Commonest flop: dfxtp_1
  – Syn Inst Count: 212
  – Average size of a mapped cell: 10.9 um^2
  – Ys cells: 212
  – Ys async rst share: 0%

GRT
  – Largest net degree at the start of global routing: 11
  – Total GRT Usage: 15.4%
  – Number of global-route vias before repair: 1379
  – Remaining Overflow, GRT: 0
  – Initial antenna violation count: 0
  – Global-route wire length before repair: 5.86 mm

Drt
  – Initial DRT Pass Iterations: 4
  – Residual DRC: 0
  – WL final: 3.19 mm
  – Post-route ant nets: 0
  – Via/cell ratio: 4.76
  – Iteration-0 DRC Markers: 39
  – Diode count: 0
  – DR vias: 1452
  – Drt wl/cell: 10.5 um

Critical path
  – Crit Path Max Fanout: 6
  – Worst EP arrival: 2400 ps
  – Critical Path Source: fltr_cycle_down.r_State
  – Worst Setup End Kind: flop
  – Required time worst endpoint: 3890 ps
  – Crit Reg-Reg Startpoint: fltr_cycle_down.r_State
  – Worst setup SP type: flop
  – Setup Crit Path Kind: flop to flop

Timing
  – Hold slack final: 420 ps
  – Maximum clock rate: 453 MHz
  – Slew Viols, Final: 0
  – Final period util: 59.7%
  – Final hold violation count: 0
  – Final Setup Violations: 0
  – Min Clock Period, post-route: 2210 ps
  – Unrepaired setup endpoints after global routing: false
  – Post-layout worst setup margin: 1490 ps
  – Clock Skew: 7.60 ps
  – Setup TNS: 0 ps

Run status
  – Status: complete, no violations

Placed design
  – Routability congestion estimate: 0.821
  – Port Buf Inserts: 4
  – DP HPWL: 2.35 mm
  – Setup WS pre-CTS: 1500 ps
  – Inst Count DP: 289

Power and ir drop
  – Worst VDD drop: 0.341 mV
  – Power density over the cells: 442 mW/mm^2
  – P_leak: 1.08 nW

Hold path
  – Hold wc startpoint: fltr_cycle_down.r_State
  – Worst Hold Class: flop to flop

Job
  – Number of logged tool warnings: 27
  – # Max-Cap Violations: 0
layout make-up:
cell class / count / area [um^2] / share of cell area [%]
flip-flops and latches: 57 / 1240 / 46.4
multi-input cells: 156 / 1060 / 39.8
clock buffers: 13 / 169 / 6.32
inverters: 19 / 71.3 / 2.67
well taps: 52 / 65.1 / 2.43
repair buffers: 5 / 47.5 / 1.78
clock inverters: 3 / 15.0 / 0.562
metrics by stage:
step / utilization, % / cell area [um^2] / power, mW
finish: 61.0 / 2670 / 1.18
global route: 61.0 / 2670 / 1.24
CTS: 61.0 / 2670 / 1.20
detailed placement: 56.8 / 2490 / 0.686
global placement: 56.8 / 2490 / 0.684
floorplan: - / 2380 / 0.678
final timing paths:
path	slack (ps)	cells after the start	to
setup / recovery	1490	7	compare[6]
hold / removal	420	0	r_cycle_down
setup reg to reg	1490	7	compare[6]
hold reg to reg	420	0	r_cycle_down
critical path: stages, from the launching register on:
cell	delay (ps)
edfxtp_1	420
nand2b_1	240
inv_1	200
ha_1	310
nor2b_1	170
o31a_1	260
or4_1	400
nand3_1	90
cell families after synthesis:
kind of cell / count (synthesis) / synth area share, %
and+or+nand+nor: 67 / 15.5
DFF: 57 / 53.9
AOI/OAI and AO/OA: 23 / 6.79
xor gates and xnor gates: 23 / 8.75
adders and majority gates: 20 / 11.2
buffers and inverters: 20 / 3.26
other: 1 / 0.163
muxes: 1 / 0.435
cells in the final DEF, fill, tap and decap left out, types with 4 or more instances in the layout:
| cell | instances |
|---|---|
| xnor2_1 | 15 |
| xor2_1 | 8 |
| edfxtp_1 | 10 |
| ha_1 | 19 |
| nand3_1 | 11 |
| nand2_1 | 4 |
| dfxtp_1 | 47 |
| nor3_1 | 4 |
| conb_1 | 22 |
| nor2_1 | 25 |
| a21oi_1 | 7 |
| inv_1 | 19 |
| and3_1 | 6 |
| o21ai_0 | 6 |
| clkdlybuf4s50_1 | 4 |
| clkbuf_8 | 12 |
where the power goes:
part	switching, mW	leakage, nW	total [mW]	internal, mW
Sequential	0.00660	0.484	0.652	0.645
Combinational	0.0100	0.500	0.0203	0.0102
Clock	0.216	0.0992	0.510	0.294
Total	0.233	1.08	1.18	0.950
flip-flops by register name, summed over array words and instances (netlist names):
name                     flops
CTR_q                        8
fltr_cycle_down.r_count     18
fltr_cycle_down.r_State      1
r_cycle_up                   1
fltr_cycle_up.r_count       18
fltr_cycle_up.r_State        1
r_cycle_down                 1
compare                      8
PWM_q                        1
per-layer routing:
layer  GRT usage [%]  vias up  wire length, um
met3            3.21       10               94
met4            3.78        0               84
met5               0        -                0
met2            22.5       14             1430
li1                -      785                -
met1            25.1      643             1580
synthesized netlist by cell type, types with 2 or more instances:
master | count | area share, %
a21oi_1 | 7 | 1.5
o21a_1 | 2 | 0.65
xor2_1 | 8 | 3.0
nor4_1 | 3 | 0.82
inv_1 | 19 | 3.1
or4_1 | 2 | 0.65
o211ai_1 | 2 | 0.65
nand3_1 | 11 | 2.4
nor2b_1 | 3 | 0.82
nand4_1 | 3 | 0.82
xnor2_1 | 15 | 5.7
nand2b_1 | 2 | 0.54
nand2_1 | 4 | 0.65
edfxtp_1 | 10 | 13
o21ai_0 | 6 | 1.3
nor3_1 | 4 | 0.87
and3_1 | 6 | 1.6
ha_1 | 19 | 10
dfxtp_1 | 47 | 41
nor2_1 | 25 | 4.1
No activity file was given, so power comes from the tool's default toggle rates.
