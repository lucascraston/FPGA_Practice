==> design.v <==
module PWM_driver #(parameter CNTR_LEN = 8)(
	input clk,
	input rst,
	input [CNTR_LEN -1:0] compare,
	output PWM_pin
	);
	reg PWM_d,PWM_q;
	reg [CNTR_LEN -1:0] CTR_d, CTR_q;
	assign PWM_pin = PWM_q;
	always @* begin 
		CTR_d = CTR_q + 1;
		if(compare > CTR_q)
			PWM_d = 1'b1; 
		else
			PWM_d = 1'b0;
	end
	always @(posedge clk) begin
		if(rst) begin
			CTR_q <= 1'b0;
		end
		else begin
			CTR_q <= CTR_d;
		end	
		PWM_q <= PWM_d;	
	end	
endmodule	
module debounce_switch
	(input i_Clk,
	input i_Switch,
	output o_Switch);
	parameter c_DEBOUNCE_LIMIT = 250000;  
	reg r_State = 1'b0;
	reg [17:0] r_count = 0; 
	always @(posedge i_Clk) 
		begin
			if(i_Switch !== r_State && r_count < c_DEBOUNCE_LIMIT)
				 r_count <= r_count +1;  
			else if (r_count == c_DEBOUNCE_LIMIT)
				begin
					r_count <=0;
					r_State <= i_Switch;
				end	
			else
				r_count <=0;
		end
	assign o_Switch = r_State;
endmodule	
module top(
	input i_clk,
	input i_switch_1,
	input rst_n,
	output pwm
	);
	wire rst = ~rst_n;
	wire o_switch_1;
	reg r_switch_1;
	debounce_switch filtered_sw1
	(.i_Clk(i_clk),
	.i_Switch(i_switch_1),
	.o_Switch(o_switch_1)
	);
	PWM_driver #(.CNTR_LEN(8))pwm_instance(
		.clk(i_clk),
		.rst(rst),
		.compare(8'b1000000),
		.PWM_pin(pwm)
	);
	always @(posedge i_clk)
		begin
			r_switch_1 <= o_switch_1;
			if (o_switch_1 == 1'b0 && r_switch_1 == 1'b1)
				begin
				end	
		end	
endmodule
==> run.sh <==
#!/bin/bash
# OpenROAD 26Q1-2900-gdf79404cd8, Yosys 0.63+post, stock flow scripts
make -C /OpenROAD-flow-scripts/flow DESIGN_CONFIG=/design/flow/config.mk WORK_HOME=/design/flow/orfs finish
==> config.mk <==
export PLATFORM = sky130hd
export DESIGN_NAME = top
export DESIGN_NICKNAME = top
export VERILOG_FILES = /design/flow/design.v
export SDC_FILE = /design/flow/constraint.sdc
export NUM_CORES = 4
export LEC_CHECK = 1
export CORE_AREA = 10 10 70 70
export DIE_AREA = 0 0 80 80
==> constraint.sdc <==
current_design top

set clk_period 2.1
set clk_io_pct 0.2

create_clock -name clk0 -period $clk_period [get_ports {i_clk}]

set non_clock_inputs [all_inputs -no_clocks]
set_input_delay [expr $clk_period * $clk_io_pct] -clock clk0 $non_clock_inputs
set_output_delay [expr $clk_period * $clk_io_pct] -clock clk0 [all_outputs]
==> impl_metrics.py <==
# Auto-generated metrics
metrics = {
    "run_status": {
        "status": "complete, no violations",
    },
    "pwr": {
        "p_leak_nw": 0.147,
        "peakVddDrop_mv": 0.370,
        "p_per_area_nw_per_um2": 724,
    },
    "floorplanning": {
        "fp.dieW_um": 80,
        "initial_utilization": 0.102,
        "ios": 4,
        "die_h_um": 80,
        "chip_area_um2": 6400,
        "rows": 21,
        "core_um2": 3420,
    },
    "synthesis": {
        "avgSynthCellArea_um2": 9.94,
        "edf_count": 0,
        "compound_area_frac": 0.0719,
        "xor_area_frac": 0.0755,
        "common_cells": "dfxtp_1 (9), and2_1 (4), nand2_1 (3)",
        "yosysMostFrequentCell": "dfxtp_1",
        "topCellsByArea": "dfxtp_1 (52%), and2_1 (7.2%), xnor2_1 (5.0%)",
        "synth_cells": 35,
        "ys_types": 18,
        "yosys_cells": 35,
        "syn-cell-area_um2": 348,
        "yosysTopAreaCell": "dfxtp_1",
        "yosys_warnings": 3,
        "numSynthFlops": 9,
        "ys_sh_adder": 0.0360,
        "synth_top_area_share": 0.518,
        "flop_cell": "dfxtp_1",
        "mux_area_frac": 0.0288,
        "yosys_area_um2": 348,
        "ys_async_sr_fraction": 0,
        "ys_sh_simple": 0.259,
        "postSynthSeqShare": 0.518,
        "top_logic_kind": "simple AND/OR/NAND/NOR gates",
    },
    "critical_path": {
        "critPathArrivalTime_ns": 1.03,
        "worstPathMaxFanout": 1,
        "crit_path_end_kind": "output pin",
        "cpLargestDelayFamily": "buffers and inverters",
        "critPathBufInv": 1,
        "crit_path_cell_trace": "clkdlybuf4s50_1",
        "slowest_stage": "clkdlybuf4s50_1",
        "start_kind": "flop",
        "criticalPathCategory": "reg2out",
        "worstPathRequired_ns": 1.68,
        "slowest_delay_ns": 0.46,
    },
    "global_routing": {
        "use_met2": 0.0249,
        "grt_pass1_wl_um": 1050,
        "busiest_layer": "met1",
        "overflow": 0,
        "antenna_found_initial": 0,
        "grt_pass1_vias": 253,
        "grt_usage": 0.0211,
        "grt_util_met3": 0.0182,
        "grt_max_degree": 10,
        "gr-usage-met1": 0.0289,
    },
    "placement": {
        "gp_congestion": 0.704,
        "port_buffers": 2,
    },
    "clock_network": {
        "cts_buffers": 3,
        "hold_buffers": 0,
        "root_buffer": "clkbuf_4",
        "cts.repair.resized": 0,
        "cts.path.max_buffers": 2,
        "clock.latency.late_pin_ns": 0.26,
        "path_clk_slew_ns": 0.06,
        "post_cts_buffers": 0,
        "h-tree-depth": 1,
        "cts.sinks": 9,
        "cts_tree": "yes",
    },
    "job": {
        "maxCapViolations": 0,
        "openroad.warnings": 26,
    },
    "routing": {
        "antenna_cells_inserted": 0,
        "drt_wl_total_um": 588,
        "drcViolationCount": 0,
        "routedWlPerCell_um": 6.76,
        "firstDrtPassIters": 2,
        "vias": 245,
        "ant_nets": 0,
        "via_per_inst": 2.82,
        "drtIter0Drc": 4,
    },
    "final_timing": {
        "layout_min_cycle_time_ns": 1.45,
        "max_clock_freq_mhz": 692,
        "setup_viol": 0,
        "period_used_share": 0.689,
        "worst_slew_pin_slew_ns": 0.262,
        "holdWs_ns": 0.448,
        "slew_viol_final": 0,
        "relSlewSlack": 0.824,
        "grt_setup_unrepaired": "no",
        "fin_worst_skew_ns": 0.00108,
        "tns_ns": 0,
        "hold_viol_final": 0,
    },
    "layout": {
        "postLayoutCoreUtil": 0.132,
        "area_growth_pct": 29.9,
        "drive_gt1_frac": 0.0976,
    },
    "worst_hold_path": {
        "hold_path.class": "reg2reg",
    },
}
-- through the flow --
stage,instance area (um2),instances,power (mW),worst slack [ns]
3_3_place_gp,425,83,0.195,0.834
5_1_grt,452,87,0.345,0.590
3_5_place_dp,425,83,0.196,0.783
4_1_cts,452,87,0.332,0.636
6_report,452,87,0.327,0.654
2_1_floorplan,348,35,0.191,0.954
-- layer usage --
metal,share of wire,wire length [um]
met5,0,0
met4,0,0
met3,0.097,57
met2,0.31,182
met1,0.59,348
-- final cells by class --
cell class / instances / area, um2
Fill cell: 402 / 2960
Sequential cell: 9 / 180
Inverter: 1 / 3.75
Clock buffer: 4 / 26.3
Timing Repair Buffer: 2 / 20.0
Tap cell: 46 / 57.6
Multi-Input combinational cell: 25 / 164
-- path summary, 6_finish.rpt --
check / startpoint / endpoint / slack [ns] / depth (start not counted)
max reg2reg: pwm_instance.CTR_q[0] / pwm_instance.CTR_q[6] / 0.84 / 4
min reg2reg: pwm_instance.CTR_q[6] / pwm_instance.PWM_q / 0.45 / 1
max: pwm_instance.PWM_q / pwm / 0.65 / 1
min: pwm_instance.CTR_q[6] / pwm_instance.PWM_q / 0.45 / 1
-- sequential cells by signal, indices dropped and copies added (netlist names) --
register	cells
pwm_instance.CTR_q	8
pwm_instance.PWM_q	1
-- kinds of logic after synthesis --
kind of cell               Yosys count
and+or+nand+nor                     16
AOI/OAI and AO/OA                    4
xor gates and xnor gates             3
DFF                                  9
adders and majority gates            1
buffers and inverters                1
muxes                                1
-- cells in the final DEF (no fill, tap or decap), drive strengths merged --
| cell type | synthesis | layout |
|---|---|---|
| mux2i | 1 | 1 |
| ha | 1 | 1 |
| nor3 | 1 | 1 |
| a21boi | 2 | 2 |
| and2 | 4 | 4 |
| o21ai | 2 | 2 |
| nor2 | 1 | 1 |
| nand2b | 1 | 1 |
| or3 | 2 | 2 |
| clkdlybuf4s50 | 0 | 2 |
| nand3 | 3 | 3 |
| xor2 | 1 | 1 |
| inv | 1 | 1 |
| dfxtp | 9 | 9 |
| nand2 | 3 | 3 |
| clkbuf | 0 | 4 |
| nor2b | 1 | 1 |
| xnor2 | 2 | 2 |
-- report_power, final --
group,leakage [nW],internal (mW),switching (mW)
Combinational,0.0593,0.00712,0.00562
Sequential,0.0732,0.176,0.00431
Clock,0.0150,0.0733,0.0612
Total,0.147,0.256,0.0711
Power and IR drop assume default switching activity.
